==> flow/design.v <==
module booth_multiplier_wrapper(Din_emu, Dout_emu, Addr_emu, load_emu, get_emu, clk_emu, clk_dut);
    input  [7:0]    Din_emu;
    output [7:0]    Dout_emu;
    input  [2:0]    Addr_emu;
    input           load_emu, get_emu, clk_emu;
    input           clk_dut;
    parameter   NUM_STIM_ARRAY  = 2,
                NUM_OUT_ARRAY   = 2;
    reg [7:0]   stimIn[NUM_STIM_ARRAY];
    reg [7:0]   vectOut[NUM_OUT_ARRAY];
    reg [7:0]   Dout_emu;
    reg signed [7:0]  multIn;
    reg signed        select;
    wire signed [15:0] product;
    always @(posedge clk_emu)
    begin
        if (load_emu)        
        begin
            multIn <= stimIn[0];
            select <= stimIn[1][0];
        end
        else if (get_emu)    
        begin
            vectOut[0]   <= product[ 7:0];
            vectOut[1]   <= product[15:8];
        end
        else
        begin
            stimIn[Addr_emu] <= Din_emu;     
            Dout_emu <= vectOut[Addr_emu];   
        end
    end
    booth_multiplier u_booth_multiplier (
        .clk(clk_dut),
        .select(select),
        .multIn(multIn),
        .product(product));
endmodule
module booth_multiplier(
    input clk, select,
    input signed[7:0] multIn,
    output signed [15:0] product);
    reg signed[7:0] multiplier, multiplicand;
    always @(posedge clk)
        if (select)
            multiplier <= multIn;
        else
            multiplicand <= multIn;
	wire signed [7:0] Q[0:6];   
	wire signed [7:0] acc[0:7];  
	wire signed[7:0] q0;
	wire qout;
    wire signed [15:0] _product;
    reg signed [15:0] __product;
	assign acc[0] = 8'b00000000;    
	booth_substep step1(acc[0], multiplier, 1'b0, multiplicand, acc[1],        Q[0],         q0[1]);
	booth_substep step2(acc[1], Q[0],      q0[1], multiplicand, acc[2],        Q[1],         q0[2]);
	booth_substep step3(acc[2], Q[1],      q0[2], multiplicand, acc[3],        Q[2],         q0[3]);
	booth_substep step4(acc[3], Q[2],      q0[3], multiplicand, acc[4],        Q[3],         q0[4]);
	booth_substep step5(acc[4], Q[3],      q0[4], multiplicand, acc[5],        Q[4],         q0[5]);
	booth_substep step6(acc[5], Q[4],      q0[5], multiplicand, acc[6],        Q[5],         q0[6]);
	booth_substep step7(acc[6], Q[5],      q0[6], multiplicand, acc[7],        Q[6],         q0[7]);
	booth_substep step8(acc[7], Q[6],      q0[7], multiplicand, _product[15:8], _product[7:0], qout);
    always @(posedge clk)
        __product <= _product;
    assign product = __product;
endmodule
module booth_substep(
    input wire signed [7:0] acc,     
    input wire signed [7:0] Q,   
    input wire signed q0,        
    input wire signed [7:0] multiplicand,   
    output reg signed [7:0] next_acc,    
    output reg signed [7:0] next_Q,  
    output reg q0_next);
	wire [7:0] addsub_temp;   
	eight_bit_adder_subractor myadd(Q[0], acc, multiplicand, addsub_temp);
		always @(*) begin	
		if(Q[0] == q0) begin
            q0_next = Q[0];
            next_Q = Q>>1;
            next_Q[7] = acc[0];
            next_acc = acc>>1;
			if (acc[7] == 1)
                next_acc[7] = 1;
		end
		else begin         
            q0_next = Q[0];
            next_Q = Q>>1;
            next_Q[7] = addsub_temp[0];
            next_acc = addsub_temp>>1;
			if (addsub_temp[7] == 1)
                next_acc[7] = 1;
		end			
end	
endmodule 
module eight_bit_adder_subractor(
    input wire cin,
    input wire [7:0] i0,i1,
    output wire [7:0] sum);
	wire cout;
	wire [7:0] temp;
	wire [7:0] int_ip;  
    xor2 x0 (i1[0], cin, int_ip[0]);
    xor2 x1 (i1[1], cin, int_ip[1]);
    xor2 x2 (i1[2], cin, int_ip[2]);
    xor2 x3 (i1[3], cin, int_ip[3]);
    xor2 x4 (i1[4], cin, int_ip[4]);
    xor2 x5 (i1[5], cin, int_ip[5]);
    xor2 x6 (i1[6], cin, int_ip[6]);
    xor2 x7 (i1[7], cin, int_ip[7]);
	fa fa1(i0[0], int_ip[0], cin,     sum[0], temp[0]);
	fa fa2(i0[1], int_ip[1], temp[0], sum[1], temp[1]);
	fa fa3(i0[2], int_ip[2], temp[1], sum[2], temp[2]);
	fa fa4(i0[3], int_ip[3], temp[2], sum[3], temp[3]);
	fa fa5(i0[4], int_ip[4], temp[3], sum[4], temp[4]);
	fa fa6(i0[5], int_ip[5], temp[4], sum[5], temp[5]);
	fa fa7(i0[6], int_ip[6], temp[5], sum[6], temp[6]);
	fa fa8(i0[7], int_ip[7], temp[6], sum[7], cout);
endmodule
module fa ( input wire i0, i1, cin, output wire sum, cout);
    assign sum = i0 ^ i1 ^ cin;
    assign cout = (i0 & i1) | (i1 & cin) | (cin & i0);
endmodule
module xor2 (input wire i0, i1, output wire o);
  assign o = i0 ^ i1;
endmodule
==> flow/run.sh <==
#!/bin/bash
# OpenROAD 26Q1-2900-gdf79404cd8, Yosys 0.63+post, stock flow scripts
make -C /OpenROAD-flow-scripts/flow DESIGN_CONFIG=/design/flow/config.mk WORK_HOME=/design/flow/orfs finish
==> flow/config.mk <==
export PLATFORM = sky130hd
export DESIGN_NAME = booth_multiplier_wrapper
export DESIGN_NICKNAME = booth_multiplier_wrapper
export VERILOG_FILES = /design/flow/design.v
export SDC_FILE = /design/flow/constraint.sdc
export NUM_CORES = 4
export LEC_CHECK = 1
export CORE_UTILIZATION = 40
==> flow/constraint.sdc <==
current_design booth_multiplier_wrapper

set clk_period 12.4
set clk_io_pct 0.2

create_clock -name clk0 -period $clk_period [get_ports {clk_dut}]
create_clock -name clk1 -period $clk_period [get_ports {clk_emu}]

set non_clock_inputs [all_inputs -no_clocks]
set_input_delay [expr $clk_period * $clk_io_pct] -clock clk0 $non_clock_inputs
set_output_delay [expr $clk_period * $clk_io_pct] -clock clk0 [all_outputs]
==> impl_metrics.csv <==
group,metric,value,unit
global_routing,grt_max_degree,34,
yosys,top_area_cell,"edfxtp_1",
power_and_ir_drop,peakVddDrop,0.0000863,V
setup_path,critical_path_class,"flip-flop to flip-flop",
setup_path,worstSetupEndpointType,"flip-flop",
placed_design,globalplace.congestion,0.861,
yosys,synth_stat.cells,464,
timing,relSlewSlack,0.471,
timing,finalSetupViolations,0,
clock_network,ctsHoldBuffers,0,
setup_path,crit_end,"u_booth_multiplier.__product[14]",
yosys,avgSynthCellArea,11.1,µm²
placed_design,hpwl,7350,µm
timing,skew,0.00272,ns
routing,ant_nets,0,
setup_path,cp.arrival,12.03,ns
yosys,common_cells,"xnor2_1, edfxtp_1, nand2_1",
yosys,top_cell,"xnor2_1",
final_layout,final_cell_area,0.00614,mm²
clock_network,clkTransAtPathRegs,0.06,ns
yosys,yosysWarnings,4,
die,die_height,116,µm
timing,worstMarginPinSlew,0.790,ns
yosys,yosysUniqueCellTypes,53,
yosys,edf_count,57,
job,warning_count,28,
die,core-area,0.0126,mm²
timing,slew_violations,0,
routing,wl_per_cell,14.5,µm
global_routing,grt_util_all_layers,0.170,
die,fp.dieW,116,µm
die,fp_util,0.409,
timing,grt_setup_unrepaired,"no",
job,drv_cap,0,
hold_path,hold_class,"flip-flop to flip-flop",
setup_path,regToRegEndpoint,"u_booth_multiplier.__product[14]",
final_layout,areaGrowthSynthToFinish,18.9,%
yosys,numSynthFlops,72,
routing,vias_per_cell,4.90,
setup_path,reg2reg_depth,43,
clock_network,cts.sinks,72,
die,dieArea,0.0134,mm²
global_routing,grt_pass1_wl,16500,µm
power_and_ir_drop,p_per_area,198,mW/mm²
routing,antenna_cells,0,
final_layout,drive_gt1_frac,0.212,
timing,final.setup.worst_slack,0.526,ns
yosys,syn_area,0.00517,mm²
routing,drc,0,
routing,drtIter0Drc,103,
final_layout,nFillCells,1117,
yosys,synthFlopType,"edfxtp_1",
setup_path,critPathMaxFanout,4,
yosys,async_reset_ff_frac,0,
yosys,ys_top_cells_by_area,"edfxtp_1, fa_1, xnor2_1",
placed_design,portBuffers,19,
die,io_pins,23,
timing,timing.hold.ws,0.396,ns
setup_path,cp.required,12.56,ns
global_routing,grt_pass1_vias,3324,
yosys,ys_seq_frac,0.389,
setup_path,crit_top_cell,"fa_2",
setup_path,worstSetupStartpoint,"u_booth_multiplier.multiplier[0]",
placed_design,pre_cts_ws,-0.0818,ns
power_and_ir_drop,p_leak,0.00227,µW
yosys,synth_top_area_share,0.331,
yosys,synth_cells,464,
setup_path,r2r_start,"u_booth_multiplier.multiplier[0]",
timing,hold_viol,0,
timing,fin_tns_setup,0,ns
routing,drt_wl_total,9800,µm
clock_network,cts_tree,"done",
die,rows,41,
status,status,"finished clean",
global_routing,overflow,0,
routing,vias,3310,
setup_path,rrSetupSlack,0.53,ns
setup_path,cpPeakStageDelay,0.52,ns
setup_path,startpoint_type,"flip-flop",
global_routing,grt_antenna_before_repair,0,
placed_design,place_area,0.00563,mm²
setup_path,crit_slowest_cell,"fa_1",
routing,first_pass_iters,4,
yosys,synth-area-yosys,0.00517,mm²
==> where the power goes <==
part | total, µW | switching, µW | internal [µW] | leakage, µW
combinational | 634 | 312 | 322 | 0.00145
sequential | 322 | 14.2 | 308 | 0.000670
clock | 258 | 90.0 | 168 | 0.000144
total | 1210 | 416 | 798 | 0.00227
==> state kept, by name (all words and copies together), names as in the netlist <==
name                             cells
Dout_emu                             8
select                               1
multIn                               8
u_booth_multiplier.__product        15
u_booth_multiplier.multiplicand      8
stimIn                               9
vectOut                             15
u_booth_multiplier.multiplier        8
==> logic make-up (layout without fill, tap and decap cells) <==
| family | count (synthesis) | after routing | share of synthesized area |
|---|---|---|---|
| DFF | 72 | 72 | 0.389 |
| adders and majority gates | 46 | 46 | 0.160 |
| buffers and inverters | 41 | 81 | 0.0329 |
| and+or+nand+nor | 124 | 124 | 0.111 |
| xor gates and xnor gates | 86 | 86 | 0.157 |
| muxes | 31 | 31 | 0.0661 |
| AOI/OAI and AO/OA | 64 | 64 | 0.0831 |
==> layer usage <==
metal	part of all wire	GRT usage	wire length [µm]
met2	0.49	0.266	4800
met4	0.0047	0.0154	46
met3	0.033	0.0464	327
met5	0	0	0
met1	0.47	0.262	4620
==> through the flow <==
stage | total power (µW) | utilization | std cells
after floorplan | 768 | - | 464
after global placement | 898 | 0.446 | 651
after detailed placement | 911 | 0.446 | 651
after CTS | 1190 | 0.474 | 671
after global routing | 1320 | 0.487 | 676
final | 1210 | 0.487 | 676
==> worst min path at each step <==
stage                           startpoint       endpoint  slack (ns)  cells past startpoint
6_report  u_booth_multiplier.__product[13]  vectOut[1][5]        0.40                      0
4_1_cts    u_booth_multiplier.__product[1]  vectOut[0][1]        0.40                      0
5_1_grt   u_booth_multiplier.__product[13]  vectOut[1][5]        0.40                      0
==> what timing repair did <==
action / CTS / global route
gates resized: 3 / 39
pin swaps: 4 / 17
setup endpoints to repair: 1 / 2
setup buffers: 4 / 5
==> layout make-up <==
cell class | count | area (µm²) | area share
multi-input cells | 351 | 3130 | 0.509
flip-flops and latches | 72 | 2010 | 0.327
repair buffers | 51 | 430 | 0.0700
clock buffers | 11 | 254 | 0.0413
well taps | 172 | 215 | 0.0350
clock inverters | 5 | 53.8 | 0.00876
inverters | 14 | 52.6 | 0.00855
==> layout by cell type (no fill, tap or decap), drive strengths merged, types with 2 or more instances in the layout <==
| master | n |
|---|---|
| mux2 | 15 |
| a31oi | 6 |
| maj3 | 4 |
| clkdlybuf4s50 | 19 |
| mux2i | 16 |
| a31o | 3 |
| fa | 35 |
| o22ai | 2 |
| clkbuf | 11 |
| nand3 | 2 |
| o21ai | 16 |
| ha | 7 |
| a32oi | 3 |
| a21o | 3 |
| clkinv | 2 |
| a211oi | 2 |
| nand4 | 2 |
| and2 | 9 |
| clkinvlp | 2 |
| xnor3 | 3 |
| o211ai | 3 |
| nor2 | 37 |
| nand2b | 10 |
| dfxtp | 15 |
| and3 | 2 |
| xnor2 | 59 |
| nand2 | 45 |
| xor2 | 23 |
| buf | 32 |
| a21oi | 14 |
| edfxtp | 57 |
| nor2b | 8 |
| inv | 14 |
| a221oi | 4 |
| nor3 | 5 |
==> worst max-delay path: cells and delay by family, from the launching register on <==
| kind | cells | cell delay [ns] |
|---|---|---|
| flip-flops | 1 | 0.44 |
| AND/OR/NAND/NOR | 9 | 0.70 |
| AND-OR/OR-AND | 7 | 1.29 |
| buffers and inverters | 1 | 0.10 |
| adder cells (fa/ha/maj) | 19 | 7.57 |
| XOR/XNOR | 5 | 1.08 |
| multiplexers | 2 | 0.59 |
Power and IR drop assume default switching activity.
